## run.sh

```bash
#!/bin/bash
# OpenROAD 26Q1-2900-gdf79404cd8, Yosys 0.63+post, stock flow scripts
make -C /OpenROAD-flow-scripts/flow DESIGN_CONFIG=/design/flow/config.mk WORK_HOME=/design/flow/orfs finish
```

## config.mk

```make
export PLATFORM = sky130hd
export DESIGN_NAME = Register_File
export DESIGN_NICKNAME = Register_File
export VERILOG_FILES = /design/flow/design.v
export SDC_FILE = /design/flow/constraint.sdc
export NUM_CORES = 4
export LEC_CHECK = 1
export CORE_UTILIZATION = 30
```

## constraint.sdc

```tcl
current_design Register_File

set clk_period 13.5
set clk_io_pct 0.2

create_clock -name clk0 -period $clk_period [get_ports {clk}]

set non_clock_inputs [all_inputs -no_clocks]
set_input_delay [expr $clk_period * $clk_io_pct] -clock clk0 $non_clock_inputs
set_output_delay [expr $clk_period * $clk_io_pct] -clock clk0 [all_outputs]
```

## design.v

```verilog
module Register_File(
  input [63:0] WriteData,
  input [4:0] rs1, rs2, rd,
  input RegWrite,
  input clk, reset,
  output reg [63:0] ReadData1, ReadData2
);
reg [63:0] Registers [31:0];
integer i;
initial begin
for (i=0; i<64; i=i+1)
begin
Registers [i] = 8'h0;
end
Registers [11] = 8'h8;
end
always @(*)
    begin
      if (reset == 1)
        begin
          ReadData1 = 64'b0;
          ReadData2 = 64'b0;
        end
      else
        begin
          ReadData1 = Registers[rs1];
          ReadData2 = Registers[rs2];
        end 
    end
always @ (posedge clk)
    begin
      if (RegWrite == 1)
        begin
          Registers[rd] = WriteData;
        end  
     end
endmodule
```

==> impl_metrics.toml <==
# flow metrics
[grt]
pin_count_of_the_biggest_net_entering_global_routing = 85
number_of_antenna_violations_at_the_first_check_in_global_routing = 15
grt.total_usage = 0.216
number_of_global_route_vias_before_repair = 59615
gr-total-overflow = 0
grt_pass1_wl_mm = 446

[synth]
synth-seq-cells = 2048
synth_async_sr_flop_share = 0
netlist_instances = 4629
postSynth.topFlopCell = "sky130_fd_sc_hd__edfxtp_1"
yosys_warnings = 1
synth.cell_area_mm2 = 0.0944
synth_sequential_area_ratio = 0.652
synth.lib_cells_used.distinct = 56
synth-area-yosys_mm2 = 0.0944
synth_stat.cells = 4629
edf_count = 2048
syn-mean-instance-area_um2 = 20.4

[drt]
drt-wirelength-per-cell_um = 34.1
drc = 0
num_vias = 53314
finalWirelength_mm = 318
tally_of_nets_with_antenna_violations_remaining_after_routing = 0
route.detailed.vias_per_inst = 5.71
dr.first_iter.drc_count = 3529
dr.pass1.iters = 5

[min_path]
min_delay_path_depth = 2
worstHoldEndpoint = "Registers[16][9]"
min_from = "WriteData[9]"
hold_path_class = "in -> reg"

[critical_path]
critical_path_arrival_ns = 7.00
setup.worst_path.start_class = "input port"
timing.setup.critical_path_class = "in -> out"
timing.critical_path.fanout_max = 43
required_ns = 10.80
worstSetupEndpointType = "primary output"

[placement]
gp_routability_congestion = 0.860
placement.io_buffers = 209
placed_cells = 8947
detailedPlace.worstSlack_ns = 3.53
hpwlAfterDp_mm = 187

[final_timing]
postLayoutSetupSlackWorst_ns = 3.80
setup-tns-final_ns = 0
maxSlewViolCount = 0
fmax_mhz = 103
relSlewSlack = 0.303
tightestPinTransition_ns = 1.04
grt_setup_unrepaired = "no"
setup_viol_count_final = 0
timing.final.hold_violations = 0
period_used_share = 0.718
whs_ns = 2.64
timing.final.crit_period_ns = 9.70

[layout]
logic_area_mm2 = 0.0312
utilization = 0.350
largest_register_ff_count = 2048
regArea_mm2 = 0.0615
layoutNonFillerInstCount = 9329
final_layout_size_suffix_gt1_frac = 0.349
n_fill_cell = 28617
area_growth_syn_to_fin_pct = 15.9

[floorplanning]
fp_util = 0.302
rows = 205
placeableCoreArea_mm2 = 0.312
die_x_um = 563
pin_count = 210
die_area_mm2 = 0.317
die_height_um = 563

[clock_network]
post_cts.repair.setup_buffers = 0
cts-buffers-inserted = 211
cts.reportedPaths.clkPinSlew_ns = 0.06
clock-sinks = 2048
htreeDepth = 4
cts-root-to-sink-buffers = 4
tritoncts = "built"
clk_root_buffer_cell = "sky130_fd_sc_hd__clkbuf_16"
cts_resized = 0
cts_hold_buffers = 0

[job]
max-cap-violations = 0
tool_warnings = 26

[pwr]
power.leakage_nw = 33.9
power.density_cell_area_mw_per_mm2 = 130
peak_supply_drop_v = 0.0000975

[outcome]
outcome = "finished, final reports clean"
cell families (layout without fill, tap and decap cells):
kind of cell,after synthesis,in the layout,synth area share
AND-OR/OR-AND,465,465,0.0354
other,0,8,0
AND/OR/NAND/NOR,424,424,0.0235
multiplexers,1325,1325,0.267
flip-flops,2048,2048,0.652
buffers and inverters,367,919,0.0222
stage by stage:
| step | power, mW | area [um^2] |
|---|---|---|
| 2_1_floorplan | 7.93 | 94400 |
| 3_3_place_gp | 8.50 | 103000 |
| 3_5_place_dp | 8.51 | 103000 |
| 4_1_cts | 14.3 | 109000 |
| 5_1_grt | 14.6 | 109000 |
| 6_report | 14.2 | 109000 |
worst max-delay path: stages:
cell and delay (ns):
sky130_fd_sc_hd__buf_8 0.34, sky130_fd_sc_hd__buf_4 0.53, sky130_fd_sc_hd__buf_4 0.61, sky130_fd_sc_hd__buf_4 0.64, sky130_fd_sc_hd__mux4_2 0.34, sky130_fd_sc_hd__o22ai_1 0.09
sky130_fd_sc_hd__o21ai_0 0.19, sky130_fd_sc_hd__nor4b_1 0.79, sky130_fd_sc_hd__buf_4 0.23, sky130_fd_sc_hd__clkdlybuf4s50_1 0.45
power breakdown:
part           switching [mW]  total [mW]  internal (mW)
logic                   0.717        1.26          0.546
clock network            2.47        5.80           3.33
registers              0.0298        7.10           7.07
total                    3.22        14.2           11.0
cell usage in the layout, fill, tap and decap left out, types with 10 or more instances in the layout:
master and instances:
sky130_fd_sc_hd__edfxtp_1 2048, sky130_fd_sc_hd__mux4_2 937, sky130_fd_sc_hd__buf_4 319, sky130_fd_sc_hd__mux2i_1 218, sky130_fd_sc_hd__clkbuf_16 215, sky130_fd_sc_hd__clkdlybuf4s50_1 198, sky130_fd_sc_hd__o22ai_1 195, sky130_fd_sc_hd__mux2_2 170
sky130_fd_sc_hd__a22oi_1 92, sky130_fd_sc_hd__nand2_1 87, sky130_fd_sc_hd__nor4_1 73, sky130_fd_sc_hd__nor2_1 58, sky130_fd_sc_hd__clkinv_1 54, sky130_fd_sc_hd__a211oi_1 42, sky130_fd_sc_hd__nor2b_1 41, sky130_fd_sc_hd__clkbuf_1 36
sky130_fd_sc_hd__clkinv_2 36, sky130_fd_sc_hd__nor2_4 34, sky130_fd_sc_hd__bufinv_16 23, sky130_fd_sc_hd__a221oi_1 18, sky130_fd_sc_hd__a22o_1 18, sky130_fd_sc_hd__nand4_1 18, sky130_fd_sc_hd__a21oi_1 14, sky130_fd_sc_hd__o21ai_0 14
sky130_fd_sc_hd__buf_12 14, sky130_fd_sc_hd__nor3_1 13, sky130_fd_sc_hd__nand3_1 13, sky130_fd_sc_hd__nand2b_1 11, sky130_fd_sc_hd__nor4_2 11, sky130_fd_sc_hd__and2_1 11, sky130_fd_sc_hd__a2111oi_2 10
worst max-delay path by stage:
| stage | start | to | cells past startpoint |
|---|---|---|---|
| after CTS | rs2[1] | ReadData2[16] | 10 |
| after global routing | rs2[1] | ReadData2[17] | 10 |
| final | rs2[1] | ReadData2[6] | 10 |
synth_stat cells (7+ instances only):
cell type / count / area (um^2)
sky130_fd_sc_hd__a2111oi_2: 7 / 105
sky130_fd_sc_hd__a211oi_1: 42 / 315
sky130_fd_sc_hd__a21oi_1: 14 / 70.1
sky130_fd_sc_hd__a221o_1: 7 / 70.1
sky130_fd_sc_hd__a221oi_1: 18 / 158
sky130_fd_sc_hd__a22o_1: 18 / 158
sky130_fd_sc_hd__a22oi_1: 92 / 691
sky130_fd_sc_hd__and2_1: 11 / 68.8
sky130_fd_sc_hd__buf_1: 33 / 124
sky130_fd_sc_hd__buf_2: 85 / 425
sky130_fd_sc_hd__buf_4: 62 / 465
sky130_fd_sc_hd__buf_6: 37 / 417
sky130_fd_sc_hd__buf_8: 9 / 135
sky130_fd_sc_hd__clkbuf_1: 136 / 510
sky130_fd_sc_hd__edfxtp_1: 2048 / 61500
sky130_fd_sc_hd__mux2_2: 170 / 1910
sky130_fd_sc_hd__mux2i_1: 218 / 2180
sky130_fd_sc_hd__mux4_2: 937 / 21100
sky130_fd_sc_hd__nand2_1: 90 / 338
sky130_fd_sc_hd__nand2b_1: 11 / 68.8
sky130_fd_sc_hd__nand3_1: 13 / 65.1
sky130_fd_sc_hd__nand3b_1: 7 / 52.6
sky130_fd_sc_hd__nand4_1: 18 / 113
sky130_fd_sc_hd__nor2_1: 93 / 349
sky130_fd_sc_hd__nor2b_1: 44 / 275
sky130_fd_sc_hd__nor3_1: 17 / 85.1
sky130_fd_sc_hd__nor4_1: 84 / 526
sky130_fd_sc_hd__nor4b_1: 9 / 78.8
sky130_fd_sc_hd__o211a_1: 7 / 70.1
sky130_fd_sc_hd__o21ai_0: 14 / 70.1
sky130_fd_sc_hd__o21ai_1: 9 / 45.0
sky130_fd_sc_hd__o221ai_1: 9 / 78.8
sky130_fd_sc_hd__o22ai_1: 195 / 1220
layout make-up:
type / count / area share
Sequential cell: 2048 / 0.562
Timing Repair Buffer: 540 / 0.0436
Inverter: 5 / 0.000172
Clock buffer: 251 / 0.0504
Clock inverter: 123 / 0.0109
Multi-Input combinational cell: 2214 / 0.285
Tap cell: 4140 / 0.0474
Antenna cell: 8 / 0.000183
layer usage:
| layer | wire length [um] | GRT usage | share of wire |
|---|---|---|---|
| met5 | 812 | 0.0205 | 0.0026 |
| met3 | 62700 | 0.191 | 0.20 |
| met2 | 149000 | 0.324 | 0.47 |
| met1 | 93300 | 0.215 | 0.29 |
| met4 | 12000 | 0.0651 | 0.038 |
Power is estimated from default activity; no workload was simulated.
