## ./constraint.sdc

```tcl
current_design registerFile

set clk_period 10.8
set clk_io_pct 0.2

create_clock -name clk0 -period $clk_period [get_ports {clk}]

set non_clock_inputs [all_inputs -no_clocks]
set_input_delay [expr $clk_period * $clk_io_pct] -clock clk0 $non_clock_inputs
set_output_delay [expr $clk_period * $clk_io_pct] -clock clk0 [all_outputs]
```

## ./config.mk

```make
export PLATFORM = sky130hd
export DESIGN_NAME = registerFile
export DESIGN_NICKNAME = registerFile
export VERILOG_FILES = /design/flow/design.v
export SDC_FILE = /design/flow/constraint.sdc
export NUM_CORES = 4
export LEC_CHECK = 1
export CORE_UTILIZATION = 50
```

## ./design.v

```verilog
module registerFile(
	input [63:0] WriteData,
	input [4:0] rs1,
	input [4:0] rs2,
	input [4:0] rd,
	output reg [63:0] readData1,
	output reg [63:0] readData2,
	input clk, reset, RegWrite
);
reg [63:0] Registers [31:0];
integer i;
initial begin
for (i=0; i<64; i=i+1)
begin
Registers [i] = 8'h0;
end
Registers [11] = 8'h8;
end
always @(*)
    begin
      if (reset == 1)
        begin
          readData1 = 64'b0;
          readData2 = 64'b0;
        end
      else
        begin
          readData1 = Registers[rs1];
          readData2 = Registers[rs2];
        end 
    end
always @ (posedge clk)
    begin
      if (RegWrite == 1)
        begin
          Registers[rd] = WriteData;
        end  
     end
endmodule
```

## ./run.sh

```bash
#!/bin/bash
# OpenROAD 26Q1-2900-gdf79404cd8, Yosys 0.63+post, stock flow scripts
make -C /OpenROAD-flow-scripts/flow DESIGN_CONFIG=/design/flow/config.mk WORK_HOME=/design/flow/orfs finish
```

==> changes_impl.md <==
## Implementation

- Most common flop cell mapped by yosys: edfxtp_1
- Classification of the worst setup path: in -> out
- Area of the core: 0.188 mm²
- Final Cycle Share: 78.1%
- Asr flop ratio synth: 0%
- CP Launch Type: input pin
- Die Ht: 436 µm
- Final Hold Viols: 0
- Yosys warns: 1
- WP data arrival: 6.27 ns
- First-pass GRT wire length: 423000 µm
- Slowest CP cell: nor4_1
- Via density per instance: 6.80
- CP Capture Type: output port
- Clk slew on worst S/H paths: 0.06 ns
- Clk root buf: clkbuf_16
- Final core utilization: 57.0%
- Synth unique cells: 56
- Max clock buf depth: 3
- CTS Buf Count: 212
- CP max stage delay: 0.91 ns
- Setup TNS: 0 ns
- Top cell area share: 65.2%
- Share of layout cells above drive strength 1: 34.1%
- Pwr Density: 164 mW/mm²
- Number of synthesized flops with an enable pin: 2048
- FP Core Util: 50.3%
- Seq pwr share: 50.8%
- Crit path time final: 8.43 ns
- Clock power share: 40.5%
- DP HPWL: 174000 µm
- Cell mode on critical path: buf_4
- P&R area growth vs syn: 13.4%
- Resize count post-CTS: 0
- Max Cap Viol: 0
- Status: finished, final reports clean
- RSZ-0062 raised after global routing: no
- 1st-iter DRT viols: 3612
- Die Size: 0.190 mm²
- CP top delay family: buffers and inverters
- Routed WL: 301000 µm
- Max reg flops: 2048
- Internal: 13.6 mW
- Switching share of total power: 22.5%
- Hold depth: 2
- Hold Crit Class: in -> reg
- H-tree depth: 4
- Buffers & Inverters on Critical Path: 5
- Tool warning count: 26
- Hold endpoint: Registers[28][11]$_DFFE_PP_
- Biggest area cells: edfxtp_1 (65%), mux4_2 (22%), mux2i_1 (2.3%)
- Final setup viols: 0
- Hold path startpoint: WriteData[11]
- Max Transition Viols Final: 0
- Post-route ant nets: 0
- Post CTS Setup Buffer Count: 0
- Place WS: 2.48 ns
- Min setup slack post-route: 2.37 ns
- Synthesized cell area: 0.0944 mm²
- Syn_area_per_cell: 20.4 µm²
- Peak VDD IR: 0.135 mV
- Syn Inst Count: 4629
- Pin count of the biggest net entering global routing: 85
- Logic pwr share: 8.7%
- Pwr Total: 17.5 mW
- Hold buffer count at CTS: 0
- Highest Clock Rate: 119 MHz
- Wire per inst: 39.2 µm
- Slew headroom: 27.1%
- # rows: 159
- Ys cells: 4629
- LEAKAGE: 33.7 nW
- Hold_ws: 2.11 ns
- Clock Sinks: 2048
- CP Cell Sequence: clkbuf_8 -> buf_12 -> or3b_4 -> buf_4 -> o22ai_1 -> nor4_1 -> buf_4 -> clkdlybuf4s50_1
- Cell with the most instances after synthesis: edfxtp_1
- All-layer global routing usage: 36.1%
- Seq share, synth: 65.2%
- TritonCTS clock tree: built
- Via count of the routed design: 52100
- IO Port Bufs: 209
- Vias in the first global route: 58000
- Fill cells: 13500
- GP Congestion: 0.886
- Chip area in the Yosys report: 0.0944 mm²
- Antenna violations before repair: 11
- Slew @ Worst Pin: 1.08 ns
- Net Sw Power: 3.93 mW
- Top cells by count, synth: edfxtp_1 (2048), mux4_2 (937), mux2i_1 (218)
- DR pass1 iterations: 5
- Grt ovf: 0
- I/O Pins: 210
- Synth area leader: edfxtp_1
- Chip Width: 436 µm
- Flops after synth: 2048
- Crit path max fanout: 55
- DRC: 0
- Critical Path RT: 8.64 ns
==> how the worst max path moves through the flow <==
stage     startpoint             to  slack, ns  depth (start not counted)
4_1_cts       rs1[3]  readData1[59]       2.51                          8
5_1_grt       rs1[3]  readData1[59]       2.23                          8
6_report      rs1[3]  readData1[59]       2.37                          8
==> cell usage in the layout, fill, tap and decap left out, types with 7 or more instances in the layout <==
cell type	synthesis	final
nor2b_1	44	39
a211oi_1	42	42
a22o_1	18	18
a22oi_1	92	92
buf_4	62	286
clkdlybuf4s50_1	0	198
a21oi_1	14	14
nand3b_1	7	7
o22ai_1	195	195
clkbuf_1	136	63
clkbuf_16	0	215
o211a_1	7	7
clkinv_1	1	50
o21ai_1	9	9
bufinv_16	0	17
nand2b_1	11	11
nor4b_1	9	8
and2_1	11	11
nor2_4	0	34
a221oi_1	18	18
edfxtp_1	2048	2048
a221o_1	7	7
mux2i_1	218	218
a2111oi_2	7	7
nand4_1	18	18
o221ai_1	9	9
nand3_1	13	13
nor4_1	84	82
nor3_1	17	13
o21ai_0	14	14
mux4_2	937	937
buf_12	0	18
mux2_2	170	170
nor2_1	93	57
clkinv_2	0	29
nand2_1	90	88
==> per-layer routing <==
metal	track usage (%)	vias to the layer above	part of all wire, %
li1	-	21100	-
met1	44.9	26500	29
met2	51.5	3957	48
met3	28.2	598	19
met4	10.3	21	3.8
met5	1.39	-	0.13
==> through the flow <==
| stage | cell area [µm²] | cells |
|---|---|---|
| 6_report | 107000 | 7665 |
| 5_1_grt | 107000 | 7663 |
| 4_1_cts | 107000 | 7661 |
| 3_5_place_dp | 100000 | 7273 |
| 3_3_place_gp | 100000 | 7273 |
| 2_1_floorplan | 94400 | 4629 |
==> logic make-up after synthesis <==
kind of cell | after synthesis | synth area share (%)
multiplexers | 1325 | 26.7
buffers and inverters | 367 | 2.22
flip-flops | 2048 | 65.2
AND/OR/NAND/NOR | 424 | 2.35
AND-OR/OR-AND | 465 | 3.54
==> power by group through the flow <==
stage | Combinational, mW | Clock (mW) | Sequential, mW
finish | 1.52 | 7.09 | 8.88
global route | 1.61 | 7.47 | 8.89
CTS | 1.53 | 7.19 | 8.88
==> layout make-up <==
class	instances	area, µm²	share of cell area [%]
repair buffers	511	4600	4.30
multi-input cells	2214	31100	29.1
clock buffers	278	5620	5.25
inverters	5	18.8	0.0175
flip-flops and latches	2048	61500	57.5
well taps	2495	3120	2.92
clock inverters	110	1010	0.940
diodes	4	10.0	0.00936
Power is estimated from default activity; no workload was simulated.
